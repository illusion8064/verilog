==> design.v <==
module fourbit(a, b, cin, cout, s);
    input [3:0] a, b;
    input cin;     
    output [3:0] s;
    output cout; 
    wire p0, p1, p2, p3;
    wire g0, g1, g2, g3;
    wire c1, c2, c3;
    wire c11, c21, c22, c31, c32, c33, c41, c42, c43, c44; 
    xor Xprop0(p0, a[0], b[0]);
    xor Xprop1(p1, a[1], b[1]);
    xor Xprop2(p2, a[2], b[2]);
    xor Xprop3(p3, a[3], b[3]);
    and Xgen0(g0, a[0], b[0]);
    and Xgen1(g1, a[1], b[1]);
    and Xgen2(g2, a[2], b[2]);
    and Xgen3(g3, a[3], b[3]);
    and Xc11(c11, p0, cin);
    or Xco11(c1, g0, c11);
    and Xc21(c21, p1, p0, cin);
    and Xc22(c22, p1, g0);
    or Xco22(c2, c21, c22, g1);
    and Xc31(c31, p2, p1, p0, cin);
    and Xc32(c32, p2, p1, g0);
    and Xc33(c33, p2, g1);
    or Xco33(c3, c31, c32, c33, g2);
    and Xc41(c41, p3, p2, p1, p0, cin);
    and Xc42(c42, p3, p2, p1, g0);
    and Xc43(c43, p3, p2, g1);
    and Xc44(c44, p3, g2);
    or Xco44(cout, c41, c42, c43, c44, g3);
    xor Xsum0(s[0], p0, cin);
    xor Xsum1(s[1], p1, c1);
    xor Xsum2(s[2], p2, c2);
    xor Xsum3(s[3], p3, c3);
endmodule
==> run.sh <==
#!/bin/bash
# OpenROAD 26Q1-2900-gdf79404cd8, Yosys 0.63+post, stock flow scripts
make -C /OpenROAD-flow-scripts/flow DESIGN_CONFIG=/design/flow/config.mk WORK_HOME=/design/flow/orfs finish
==> config.mk <==
export PLATFORM = sky130hd
export DESIGN_NAME = fourbit
export DESIGN_NICKNAME = fourbit
export VERILOG_FILES = /design/flow/design.v
export SDC_FILE = /design/flow/constraint.sdc
export NUM_CORES = 4
export LEC_CHECK = 1
export CORE_AREA = 10 10 70 70
export DIE_AREA = 0 0 80 80
==> constraint.sdc <==
current_design fourbit

set clk_period 3.8
set clk_io_pct 0.2

create_clock -name clk0 -period $clk_period

set non_clock_inputs [all_inputs -no_clocks]
set_input_delay [expr $clk_period * $clk_io_pct] -clock clk0 $non_clock_inputs
set_output_delay [expr $clk_period * $clk_io_pct] -clock clk0 [all_outputs]
==> out/qor.rpt <==
=================================================================================================================
Ratio of cells with drive above 1 in the final layout                                                       3.13%
Port Buffers                                                                                                   14
# resized after CTS                                                                                             0
Height of the die                                                                                           80 um
Antenna violation net count after detailed routing                                                              0
Initial Utilization                                                                                         4.43%
Setup crit start kind                                                                                  input port
Final number of setup-violating endpoints                                                                       0
Core Area                                                                                            0.00342 mm^2
Largest cells by area                                                                                ha_1 (33%), fa_1 (13%), xor2_1 (12%), inv_1 (9.9%), a211oi_2 (8.3%)
Row Count                                                                                                      21
Run status                                                                                           finished, final reports clean
Stage-log warning count                                                                                        32
Dominant cell type by area after synthesis                                                                   ha_1
Via-to-Cell Ratio                                                                                            2.05
DRC Markers                                                                                                     0
Worst Hold Endpoint                                                                                          s[3]
Top logic cell family in the synthesized netlist                                                      adder cells
Arithmetic-cell share of the synthesized area counting full adders, half adders and majority gates          46.3%
Global route overflow                                                                                           0
Max capacitance violation total                                                                                 0
Routed WL                                                                                                  532 um
Total inserted antenna cells                                                                                    0
Average size of a mapped cell                                                                           8.41 um^2
Cell-by-cell trace of the critical path                                                              clkdlybuf4s50_1, ha_1, a211oi_2, o21bai_1, xor2_1, clkdlybuf4s50_1
Global-route usage over all layers                                                                          1.67%
Overall chip area                                                                                    0.00640 mm^2
Maximum fanout along the worst path                                                                             2
First-pass GRT wire length                                                                                 869 um
Post-DP HPWL                                                                                               507 um
Worst hold path cell count                                                                                      4
Worst-margin pin slew                                                                                    0.240 ns
Number of filler cells placed in the layout                                                                   411
Final Max Slew Viols                                                                                            0
Critical Path Slowest Stage Cell                                                                     clkdlybuf4s50_1
Final-layout setup total negative slack                                                                      0 ns
Hold_buf cts                                                                                                    0
Sort of element at the end of the critical path                                                      primary output
Largest net degree at the start of global routing                                                               4
Arrival time reported for the critical path endpoint                                                      2.54 ns
Area used by sequential logic in the layout                                                                0 um^2
Chip area in the Yosys report                                                                            151 um^2
Number of setup buffers added after CTS                                                                         0
Distinct cell type count after synthesis                                                                       10
Post-DR wirelength/cell                                                                                   6.82 um
Growth of design area from synthesis to finish                                                               131%
Data required time at the worst endpoint                                                                  3.04 ns
Pwr per Cell Area                                                                                     135 mW/mm^2
Origin of the worst min-delay path                                                                           b[3]
Type of the tightest min-delay check                                                                       in2out
XOR Share, Synth                                                                                            17.4%
Endpoints failing hold                                                                                          0
Worst-case vdd ir drop                                                                                  0.0374 mV
Post-route clock period utilization                                                                         86.8%
Combined area of all synthesized cells                                                                   151 um^2
Number of antenna violations at the first check in global routing                                               0
Finished Core Util                                                                                          10.2%
Worst path most repeated cell                                                                        clkdlybuf4s50_1
Rel. slew slack                                                                                             84.0%
Most used cells in the layout excluding fill and tap cells                                           clkdlybuf4s50_1 (14), inv_1 (4), ha_1 (4)
Number of clock buffers in the layout                                                                           0
Count of mapped cells out of synthesis                                                                         18
Num sequential                                                                                                  0
Number of global-route vias before repair                                                                     176
Final weighted congestion in routability-driven placement                                                   0.707
Synthesis warning total                                                                                         0
I/O Pins                                                                                                       14
Setup repair after global routing missed its margin                                                         false
Leakage power figure                                                                                  0.000144 uW
Min Clock Period, post-route                                                                              3.30 ns
Die X-Extent                                                                                                80 um
First-iteration detailed-routing DRC count                                                                      6
Via total after detailed routing                                                                              160
Cells in synth_stat.txt                                                                                        18
Top-area cell type share of the netlist area                                                                33.1%
Synthesized-area fraction occupied by ao, oa, aoi and oai cells                                             21.5%
Slowest Stage Delay on Critical Path                                                                      0.49 ns
Sequential cell area fraction in the yosys report                                                              0%
Top cell excl fill/tap                                                                               clkdlybuf4s50_1
Worst Setup Path Type                                                                                      in2out
Mux cell area share after synthesis                                                                            0%
Drt pass-1 iters                                                                                                2
And+or+nand+nor area frac                                                                                   4.96%
Achievable Freq                                                                                         0.303 GHz
=================================================================================================================
worst max-delay path by stage:
| stage | startpoint | endpoint |
|---|---|---|
| 5_1_grt | a[0] | s[3] |
| 6_report | a[0] | s[3] |
| 4_1_cts | a[0] | s[3] |
area by class of cell:
type | instances | area (um^2) | share of cell area (%)
timing repair buffer | 14 | 140 | 40.1
inverter | 4 | 15.0 | 4.30
tap | 46 | 57.6 | 16.5
multi-input combinational | 14 | 136 | 39.1
per-layer routing:
metal / part of all wire [%] / up-vias / GRT usage (%) / wire (um)
met5: 0 / - / 0 / 0
met4: 0 / 0 / 0 / 0
met3: 25 / 0 / 1.25 / 132
met2: 21 / 13 / 1.69 / 114
met1: 53 / 60 / 2.65 / 284
li1: - / 87 / - / -
logic make-up after synthesis:
group                      count (synthesis)
AOI/OAI and AO/OA                          4
adders and majority gates                  5
xor gates and xnor gates                   3
and+or+nand+nor                            2
buffers and inverters                      4
Yosys cell counts, drive strengths merged:
library cell  count
ha                4
o21ai             1
a21o              1
o21bai            1
inv               4
a211oi            1
xnor2             1
nor2              2
fa                1
xor2              2
worst max-delay path, delay by kind of cell:
kind | cells | cell delay (ns)
buf+inv | 2 | 0.92
compound gates | 2 | 0.41
fa+ha+maj | 1 | 0.31
xor+xnor | 1 | 0.15
per-stage QoR:
stage | cell area, um^2 | hold WS (ns) | std cells | total power (uW) | setup WS [ns]
2_1_floorplan | 151 | 1.69 | 18 | 15.8 | 1.49
3_3_place_gp | 349 | 2.60 | 78 | 46.8 | 0.505
3_5_place_dp | 349 | 2.60 | 78 | 47.7 | 0.501
4_1_cts | 349 | 2.61 | 78 | 48.2 | 0.478
5_1_grt | 349 | 2.66 | 78 | 53.1 | 0.391
6_report | 349 | 2.60 | 78 | 47.1 | 0.502
power by group:
| part | internal (uW) | leakage, uW | switching, uW |
|---|---|---|---|
| Sequential | 0 | 0 | 0 |
| Clock | 0 | 0 | 0 |
| Combinational | 32.9 | 0.000144 | 14.2 |
| Total | 32.9 | 0.000144 | 14.2 |
No activity file was given, so power comes from the tool's default toggle rates.
