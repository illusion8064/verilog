==> design/flow/design.v <==
module fa(a, b, cin, cout, sum);
    input a, b, cin;
    output cout, sum;
    wire y1, y2, y3;
    xor X1(sum, a, b, cin);
    and A1(y1, a, b);
    xor X2(y2, a, b);
    and A2(y3, y2, cin);
    or O1(cout, y1, y3);
endmodule
module cra4(a, b, cin, cout, sum);
    input [3:0] a, b;
    input cin;     
    output [3:0] sum;
    output cout;      
    wire c1, c2, c3; 
    fa F0(
        .a(a[0]), .b(b[0]), .cin(cin), .cout(c1), .sum(sum[0])
    );
    fa F1(
        .a(a[1]), .b(b[1]), .cin(c1), .cout(c2), .sum(sum[1])
    );
    fa F2(
        .a(a[2]), .b(b[2]), .cin(c2), .cout(c3), .sum(sum[2])
    );
    fa F3(
        .a(a[3]), .b(b[3]), .cin(c3), .cout(cout), .sum(sum[3])
    );
endmodule
module cra16(a, b, cin, cout, sum);
    input [15:0] a, b;
    input cin;     
    output [15:0] sum;
    output cout;      
    wire cin1, cin2, cin3; 
    cra4 F0(
        .a(a[3:0]), .b(b[3:0]), .cin(cin), .cout(cin1), .sum(sum[3:0])
    );
    cra4 F1(
        .a(a[7:4]), .b(b[7:4]), .cin(cin1), .cout(cin2), .sum(sum[7:4])
    );
    cra4 F2(
        .a(a[11:8]), .b(b[11:8]), .cin(cin2), .cout(cin3), .sum(sum[11:8])
    );
    cra4 F3(
        .a(a[15:12]), .b(b[15:12]), .cin(cin3), .cout(cout), .sum(sum[15:12])
    );
endmodule
==> design/flow/run.sh <==
#!/bin/bash
# OpenROAD 26Q1-2900-gdf79404cd8, Yosys 0.63+post, stock flow scripts
make -C /OpenROAD-flow-scripts/flow DESIGN_CONFIG=/design/flow/config.mk WORK_HOME=/design/flow/orfs finish
==> design/flow/config.mk <==
export PLATFORM = sky130hd
export DESIGN_NAME = cra16
export DESIGN_NICKNAME = cra16
export VERILOG_FILES = /design/flow/design.v
export SDC_FILE = /design/flow/constraint.sdc
export NUM_CORES = 4
export LEC_CHECK = 1
export CORE_AREA = 10 10 70 70
export DIE_AREA = 0 0 80 80
==> design/flow/constraint.sdc <==
current_design cra16

set clk_period 12.4
set clk_io_pct 0.2

create_clock -name clk0 -period $clk_period

set non_clock_inputs [all_inputs -no_clocks]
set_input_delay [expr $clk_period * $clk_io_pct] -clock clk0 $non_clock_inputs
set_output_delay [expr $clk_period * $clk_io_pct] -clock clk0 [all_outputs]
==> deck_impl_summary.md <==
Physical Implementation Snapshot

Setup path
  – Data arrival, critical path: 9.65 ns
  – Crit Path Category: in -> out
  – CP endpoint kind: output port
  – CP Max Fanout: 1
  – Worst path required time: 9.92 ns
  – Critical Path Source Type: input pin

Global routing
  – Largest net degree at the start of global routing: 2
  – Vias in the first global route: 453
  – Global route overflow: 0
  – Met1 usage: 5.17%
  – GRT Overall Usage: 4.45%
  – First-pass GRT wire length: 2210 um
  – GR Util met3: 5.00%
  – Met2 Use GR: 5.70%
  – Most crowded layer after global routing: met2
  – Initial antenna violation count: 0

Hold path
  – Hold depth: 5
  – Worst hold path type: in -> out

Cells and area
  – Final Instance Area: 916 um2
  – Final Util: 26.8%
  – Clkbuf count: 0
  – Registers: 0
  – Layout cells sized above 1: 0%
  – FF+latch area: 0 um2
  – Area grow syn2layout: 91.6%
  – Final Non-Filler Cells: 122

Synth
  – Post-synthesis sequential area ratio: 0%
  – Unique masters post-synth: 3
  – Post-synth top area share: 67.0%
  – Synth area leader: fa_1
  – Top cells by count: buf_4, fa_1, inv_1
  – Yosys warns: 0
  – Yosys chip area: 478 um2
  – Post-Synthesis Cells: 42
  – Cell area leaders: fa_1, buf_4, inv_1
  – Synthesized area: 478 um2
  – Cell total in the yosys stat output: 42
  – Syn avg cell area: 11.4 um2

Final timing
  – Final Hold Vio Count: 0
  – RSZ-0062 raised after global routing: false
  – Max_slew headroom: 92.8%
  – Slew Limit Fails: 0
  – Final period util: 97.9%
  – F_max: 82.4 MHz
  – Finish-stage setup viols: 0
  – Min Tclk post-route: 12.13 ns
  – Sum Neg Setup Slack: 0 ns
  – Fin Hold WS: 6.00 ns
  – Final worst setup slack: 0.266 ns
  – Worst slew pin tran: 0.108 ns

Floorplan
  – # rows: 21
  – Chip area: 0.00640 mm2
  – Chip width: 80 um
  – I/O pins: 50
  – Core area: 0.00342 mm2
  – Die H: 80 um
  – Initial Util: 14.0%

Power
  – Peak supply drop: 0.0000167 V
  – Overall power: 0.0433 mW
  – PD cells: 47.3 mW/mm2
  – Cell leakage power: 0.366 nW

Routing
  – Number of remaining DRC errors: 0
  – WL/cell: 12.6 um
  – Pre-antenna DRT Iters: 2
  – Antenna Cells: 0
  – Vias/cell: 3.18
  – Vias post-DR: 388
  – Final ANT Viol Nets: 0
  – First DRT Iteration DRCs: 2
  – Routed Wire Length: 1530 um

Clock network
  – Post-CTS Repair Setup Buffers: 0
  – Post-cts resize count: 0
  – Hold-fix buffers at CTS: 0

Placed design
  – DP HPWL: 1540 um
  – Routability cong.: 0.824
  – Placed inst area: 916 um2
  – Pre-CTS setup slack: 0.225 ns
  – Dpl cells: 122
  – Port Buffers: 50

Flow run
  – Tool Warnings: 32
  – Max-cap viol count: 0

Run status
  – Status: finished clean
layout by cell type, fill, tap and decap left out, drive strengths merged:
cell type      Yosys  layout
inv               10      10
clkdlybuf4s50      0      50
fa                16      16
cell type report:
class	instances	area (um2)
fillers	367	2500
multi-input cells	16	320
well taps	46	57.6
inverters	10	37.5
repair buffers	50	500
final timing paths:
kind	from	endpoint	slack [ns]
setup / recovery	a[0]	sum[15]	0.27
hold / removal	cin	sum[0]	6.00
layer usage:
layer | wire length [um] | up-vias
li1 | - | 168
met1 | 617 | 170
met5 | 0 | -
met4 | 0 | 0
met2 | 477 | 50
met3 | 438 | 0
where the power goes:
| part | switching, mW | leakage, nW | internal [mW] |
|---|---|---|---|
| logic | 0.0112 | 0.366 | 0.0321 |
| clock network | 0 | 0 | 0 |
| registers | 0 | 0 | 0 |
| total | 0.0112 | 0.366 | 0.0321 |
worst max-delay path, cell delays in order:
cell	delay, ns
clkdlybuf4s50_1	0.40
inv_1	0.09
fa_1	0.17
inv_1	0.05
fa_1	0.38
fa_1	0.40
fa_1	0.39
fa_1	0.39
fa_1	0.38
fa_1	0.38
fa_1	0.40
fa_1	0.39
fa_1	0.39
fa_1	0.39
fa_1	0.39
fa_1	0.39
fa_1	0.39
fa_1	0.37
inv_1	0.07
fa_1	0.42
inv_1	0.07
clkdlybuf4s50_1	0.46
cell families after synthesis:
logic type	Yosys count	share of synthesized area, %
adders and majority gates	16	67.0
buffers and inverters	26	33.0
Power is estimated from default activity; no workload was simulated.
