`flow/config.mk`:
```
export PLATFORM = sky130hd
export DESIGN_NAME = des5
export DESIGN_NICKNAME = des5
export VERILOG_FILES = /design/flow/design.v
export SDC_FILE = /design/flow/constraint.sdc
export NUM_CORES = 4
export LEC_CHECK = 1
export CORE_AREA = 10 10 70 70
export DIE_AREA = 0 0 80 80
```
`flow/constraint.sdc`:
```
current_design des5

set clk_period 1.0
set clk_io_pct 0.2

create_clock -name clk0 -period $clk_period

set non_clock_inputs [all_inputs -no_clocks]
set_input_delay [expr $clk_period * $clk_io_pct] -clock clk0 $non_clock_inputs
set_output_delay [expr $clk_period * $clk_io_pct] -clock clk0 [all_outputs]
```
`flow/design.v`:
```
module des1(a, b, c, d, y, y1, y2, y3, y4, y5);
    input a, b, c, d;
    output y, y1, y2, y3, y4, y5;
    nand A1(y1, a, b);
    nand A3(y3, y1, y1);
    nand A2(y2, c, d);
    nand A4(y4, y2, y2);
    nor A5(y5, y3, y4);
    nor A6(y, y5, y5);
endmodule
module des2(a, b, c, d, e, f, y, y1, y2, y3, y4, y5, y6, y7);
    input a, b, c, d, e, f;
    output y, y1, y2, y3, y4, y5, y6, y7;
    nand A1(y1, a, b, c);
    nand A2(y2, y1, y1);
    nand A3(y3, d, e);
    nand A4(y4, y3, y3);
    nor A5(y5, y2, y4);
    nor A6(y6, y5, y5);
    nand A7(y7, y6, f);
    nand A8(y, y7, y7);
endmodule
module des3(a, b, c, d, e, y, y1, y2, y3, y4, y5, y6);
    input a,b,c,d,e;
    output y,y1,y2,y3,y4,y5,y6;
    nor A1(y1, b, b);
    nor A2(y2, y1, a);
    nand A3(y3, c, d);
    nand A4(y4, y3, y3);
    nor A5(y5, y4, e);
    nor A6(y6, y2, y5);
    nor A7(y, y6, y6);
endmodule
module des4(a, b, c, d, y, y1, y2, y3, y4, y5);
    input a, b, c, d;
    output y, y1, y2, y3, y4, y5;
    nor A1(y1, b, b);
    nor A2(y2, d, d);
    nand A3(y3, y2, c);
    nand A4(y4, y3, y3);
    nor A5(y5, y1, y4);
    nor A6(y, y5, y5);
endmodule
module des5(a, b, c, d, y, y1, y2, y3, y4, y5, y6, y7, y8, y9, y10);
    input a, b, c, d;
    output y, y1, y2, y3, y4, y5, y6, y7, y8, y9, y10;
    nor A1(y1, d, d);
    nor A2(y2, b, b);
    nor A3(y3, y2, c);
    nor A4(y4, y3, y3);
    nand A5(y5, y1, y4);
    nand A6(y6, y5, y5);
    nor A7(y7, c, c);
    nand A8(y8, a, b, y7, d);
    nand A9(y9, y8, y8);
    nor A10(y10, y6, y9);
    nor A11(y, y10, y10);
endmodule
```
`flow/run.sh`:
```
#!/bin/bash
# OpenROAD 26Q1-2900-gdf79404cd8, Yosys 0.63+post, stock flow scripts
make -C /OpenROAD-flow-scripts/flow DESIGN_CONFIG=/design/flow/config.mk WORK_HOME=/design/flow/orfs finish
```
==> flow_summary.yaml <==
# yosys + openroad results
placed_design:
  port_buffers: 15
  globalplace.congestion: 0.755
  dp_slack_ns: -0.779
  placed_cells: 75
  hpwl_um: 397
synth:
  yosysUniqueCellTypes: 8
  yosys_cells: 11
  synthCells: 11
  synth_warnings: 0
  avgSynthCellArea_um2: 5.69
  ys_area_um2: 62.6
  synthTopCellsByArea: "inv_1, nand4b_2, nand2b_2, a21boi_1, o21ai_1"
  syn_area_um2: 62.6
  synth_top_area_share_pct: 24.0
  yosysTopAreaCell: "inv_1"
  yosysSeqAreaShare_pct: 0
  synthMostInstantiatedCell: "inv_1"
final_timing:
  period_used_pct: 107
  period_minus_slack_ns: 1.07
  final.setup.tns_ns: -0.0654
  finalHoldViolCount: 0
  worstMarginPinSlew_ns: 0.105
  finalWorstSetupSlack_ns: -0.0654
  finalSetupViolations: 1
  slew_headroom_pct: 92.9
  slew_violations: 0
  max_clock_freq_mhz: 939
  rsz0062_at_grt: "yes"
die:
  fp.dieH_um: 80
  fp_util_pct: 1.83
  die_x_um: 80
  pin_count: 15
  die_area_mm2: 0.00640
  rows: 21
  core_area_mm2: 0.00342
routing:
  vias_per_cell: 1.89
  drtAntennaViolNets: 0
  antenna_cells: 0
  vias: 149
  first_pass_iters: 1
  wl_per_cell_um: 6.18
  drc_errors: 0
  routed_wl_um: 488
  drtIter0Drc: 0
finish:
  area_delta_synth_final_pct: 436
  final_util_pct: 9.82
  clock_buffer_count: 0
  fin_cells: 79
  ff_count: 0
  seq_area_um2: 0
  fill_cells: 402
  drive_above_1_share_pct: 54.5
critical_path:
  required_ns: 0.80
  crit_slowest_cell: "nand4b_4"
  critical_path_class: "in -> out"
  crit_arrival_ns: 0.87
  crit_chain: "buf_8, nand4b_4, buf_6, a21boi_2, buf_2"
  endpoint_kind: "output pin"
  crit_path_max_fanout: 4
  critical_path.startpoint_type: "input port"
  critPathMaxStageDelay_ns: 0.18
global_routing:
  grt_max_degree: 5
  grt_overflow: 0
  use_met1_pct: 1.52
  grt_usage_pct: 1.32
  grt.met3_usage_pct: 1.25
  grt_pass1_vias: 146
  grt_util_met2_pct: 1.85
  busiest_layer: "met2"
  grt_pass1_wl_um: 724
  antenna_found_initial: 0
outcome:
  violations: "setup timing"
  outcome: "complete, but fails checks"
job:
  max_cap_viol_count: 0
  warnings: 34
pwr:
  p_per_area_mw_per_mm2: 287
  power_uw: 96.2
  ir_drop_v: 0.0000262
  p_leak_uw: 0.000176
min_path:
  hold_class: "in -> out"
-- final timing paths --
| path | from | to | slack (ns) | cells past startpoint |
|---|---|---|---|---|
| hold / removal | d | y10 | 0.70 | 4 |
| setup / recovery | c | y10 | -0.07 | 5 |
-- stage by stage --
stage | hold slack (ns) | cell area, µm²
6_report | 0.703 | 335
2_1_floorplan | 0.409 | 62.6
3_3_place_gp | 1.37 | 293
5_1_grt | 0.715 | 335
3_5_place_dp | 1.38 | 293
4_1_cts | 0.702 | 327
-- placed cells by master, fill, tap and decap left out --
master           synthesis  final
buf_4                    0      7
dlygate4sd2_1            0      7
clkdlybuf4s15_1          0      3
inv_2                    1      2
inv_1                    4      2
buf_2                    0      2
buf_8                    0      2
inv_4                    0      1
nand2b_4                 0      1
nor2_1                   1      1
nand4b_4                 0      1
nand2_1                  1      1
o21ai_1                  1      1
a21boi_2                 0      1
buf_6                    0      1
-- cells by family after synthesis --
group	after synthesis	synth area share, %
buffers and inverters	5	30.0
AOI/OAI and AO/OA	2	20.0
and+or+nand+nor	4	50.0
-- critical path, delay by kind of cell --
kind | cells | cell delay (ns)
AOI/OAI and AO/OA | 1 | 0.13
buffers and inverters | 3 | 0.34
and+or+nand+nor | 1 | 0.18
-- cell type report --
cell class | instances | area, µm² | area share [%]
inverters | 5 | 21.3 | 6.34
multi-input cells | 6 | 61.3 | 18.3
repair buffers | 22 | 195 | 58.2
well taps | 46 | 57.6 | 17.2
-- metal layers --
layer	part of all wire (%)	wire, µm
met1	36	177
met2	31	150
met3	33	160
met4	0	0
met5	0	0
-- repair_timing --
action                                  CTS  global route
setup buffers                             3             1
hold buffers                              0             0
cloned                                    0             0
resized                                  45             1
pin swaps                                 1             0
endpoints found under the setup margin   11             3
endpoints found under the hold margin     0             0
-- where the power goes --
part / total, µW / leakage, µW / internal [µW] / switching, µW
clock network: 0 / 0 / 0 / 0
logic: 96.2 / 0.000176 / 66.2 / 30.0
registers: 0 / 0 / 0 / 0
Power and IR drop assume default switching activity.
